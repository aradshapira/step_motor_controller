File: flow/run.sh
#!/bin/bash
# OpenROAD 26Q1-2900-gdf79404cd8, Yosys 0.63+post, stock flow scripts
make -C /OpenROAD-flow-scripts/flow DESIGN_CONFIG=/design/flow/config.mk WORK_HOME=/design/flow/orfs finish
File: flow/config.mk
export PLATFORM = sky130hd
export DESIGN_NAME = step_motor_top
export DESIGN_NICKNAME = step_motor_top
export VERILOG_FILES = /design/flow/design.v
export SDC_FILE = /design/flow/constraint.sdc
export NUM_CORES = 4
export LEC_CHECK = 1
export CORE_UTILIZATION = 40
File: flow/constraint.sdc
current_design step_motor_top

set clk_period 5.4
set clk_io_pct 0.2

create_clock -name clk0 -period $clk_period [get_ports {clk}]

set non_clock_inputs [all_inputs -no_clocks]
set_input_delay [expr $clk_period * $clk_io_pct] -clock clk0 $non_clock_inputs
set_output_delay [expr $clk_period * $clk_io_pct] -clock clk0 [all_outputs]
File: flow/design.v
module clk_divider(clk, rst, count_to, clk_out);
input wire clk;
input wire rst;
input wire [20:0] count_to;
output reg clk_out;
reg [20:0] count;
always @(posedge clk or negedge rst)
	begin
		if (~rst) begin 
				count <= 21'b0;
				clk_out = 0;
		end else if (count >= count_to - 1'b1) begin 
			count <= 21'b0;
			clk_out = (~clk_out);  
		end else begin 
			count <= count + 21'b1;
		end 
	end
endmodule
module motor_sm (clk,
					  nrst,
					  input_bit,
					  direction, 
					  step,
					  out);
	input wire clk;
	input wire nrst;
	input wire input_bit;
	input wire direction;
	input wire step;	 
	output wire [3:0] out;
	reg [3:0] cs;
	reg [3:0] ns;
	parameter A = 4'b1000,
				 AB = 4'b1010,
				 B = 4'b0010,
				 BC = 4'b0110,
				 C = 4'b0100,
				 CD = 4'b0101,
				 D = 4'b0001, 
				 DA = 4'b1001;
	always @(posedge clk or negedge nrst)
	begin 
		if (~nrst)
			begin
			cs <= cs;
			end 
		else if (input_bit == 1'b1)
			begin 
				cs <= ns;
				case (cs)
					A: 
						if (direction == 1'b1 && step == 1'b1)
							ns = B;
						else if (direction == 1'b0 && step == 1'b1)
							ns = D;
						else if (direction == 1'b1 && step == 1'b0)
							ns = AB;
						else if (direction == 1'b0 && step == 1'b0)
							ns = DA;
					AB:
						if (direction == 1'b1 && step == 1'b0)
							ns = B;
						else if (direction == 1'b0 && step == 1'b0)
							ns = A;
					B:
						if (direction == 1'b1 && step == 1'b1)
							ns = C;
						else if (direction == 1'b0 && step == 1'b1)
							ns = A;
						else if (direction == 1'b1 && step == 1'b0)
							ns = BC;
						else if (direction == 1'b0 && step == 1'b0)
							ns = AB;
					BC:
						if (direction == 1'b1 && step == 1'b0)
							ns = C;
						else if (direction == 1'b0 && step == 1'b0)
							ns = B;
					C:
						if (direction == 1'b1 && step == 1'b1)
							ns = D;
						else if (direction == 1'b0 && step == 1'b1)
							ns = B;
						else if (direction == 1'b1 && step == 1'b0)
							ns = CD;
						else if (direction == 1'b0 && step == 1'b0)
							ns = BC;
					CD:
						if (direction == 1'b1 && step == 1'b0)
							ns = D;
						else if (direction == 1'b0 && step == 1'b0)
							ns = C;
					D:
						if (direction == 1'b1 && step == 1'b1)
							ns = A;
						else if (direction == 1'b0 && step == 1'b1)
							ns = C;
						else if (direction == 1'b1 && step == 1'b0)
							ns = DA;
						else if (direction == 1'b0 && step == 1'b0)
							ns = CD;
					DA:
						if (direction == 1'b1 && step == 1'b0)
							ns = A;
						else if (direction == 1'b0 && step == 1'b0)
							ns = D;
					default:
						ns = A;
				endcase
			end 
		end
assign out = cs;
endmodule
module negedge_detector(
	input wire clk,
	input wire rst,
	input wire sig,
	output wire out);
	reg [1:0] sig_del; 
	always @(posedge clk or negedge rst)
	begin 
		if (~rst) begin 
			sig_del <= 2'b11;
		end else begin 
			sig_del <= {sig_del[0], sig};
		end
	end 
assign out = ((~sig_del[0]) & (sig_del[1]));	
endmodule
module quarter_count(
	input wire clk,	 
	input wire rst,
	input wire step,
	input wire en_edge,
	output reg quarter_out);
	parameter HS_COUNT = 8'd200;
	parameter FS_COUNT = 8'd100;
	reg [7:0] count;
	reg start_count;
	always @(posedge clk or negedge rst)
	begin 
		if (~rst) 
			begin 
				count <= 8'd0;
				quarter_out <= 1'b0;
			end
		else if (en_edge)  
			begin 
				start_count <= en_edge;
			end 
		else if (start_count)
			begin 
				if (step == 1'b1)	 
					begin 
						if (count >= FS_COUNT)
							begin 
								quarter_out <= 1'b0;
								start_count <= 1'b0;
								count <= 8'b0;
							end
						else
							begin 
								count <= count + 8'b1;
								quarter_out <= 1'b1;
							end
					end 
				else if (step == 1'b0)	 
					begin 
						if (count >= HS_COUNT)
							begin 
								quarter_out <= 1'b0;
								start_count <= 1'b0;
								count <= 8'b0;
							end
						else
							begin 
								count <= count + 8'b1;
								quarter_out <= 1'b1;
							end 
					end 
			end
	end 
endmodule
module seven_segment(number_in, hex_out);
	input wire [2:0] number_in;
	output wire [6:0] hex_out;
	reg [6:0] hex;
	always @(*)
		begin
			case(number_in)			
					3'b000: hex = 7'b1000000;	 
					3'b001: hex = 7'b1111001;	 
					3'b010: hex = 7'b0100100;	 
					3'b011: hex = 7'b0110000;	 
					3'b100: hex = 7'b0011001;	 
					3'b101: hex = 7'b0010010;	 
					3'b110: hex = 7'b0000010;	 
			endcase
		end
	assign hex_out = hex;
endmodule
module speed_controller_sm(
	input wire rst,
	input wire step,
	input wire [2:0] speed_sel,
	output reg [20:0] count_to
);
parameter full_10rpm =21'd375000;	 
parameter full_20rpm =21'd187500;	 
parameter full_30rpm =21'd125000;	 
parameter full_40rpm =21'd93750;	 
parameter full_50rpm =21'd75000;	 
parameter full_60rpm =21'd62500;	 
parameter half_10rpm =21'd187500;	 
parameter half_20rpm =21'd93750;	 
parameter half_30rpm =21'd62500;	 
parameter half_40rpm =21'd46750;	 
parameter half_50rpm =21'd37500;	 
parameter half_60rpm =21'd31250;	 
always @(*)
begin 	
			if (~rst)
				count_to <= full_10rpm;
			if ((speed_sel == 3'b001) && (step))
				count_to <= full_10rpm;
			else if ((speed_sel == 3'b001) && (~step))
				count_to <= half_10rpm;
			else if ((speed_sel == 3'b010) && (step))
				count_to <= full_20rpm;
			else if ((speed_sel == 3'b010) && (~step))
				count_to <= half_20rpm;
			else if ((speed_sel == 3'b011) && (step))
				count_to <= full_30rpm;
			else if ((speed_sel == 3'b011) && (~step))
				count_to <= half_30rpm;
			else if ((speed_sel == 3'b100) && (step))
				count_to <= full_40rpm;
			else if ((speed_sel == 3'b100) && (~step))
				count_to <= half_40rpm;
			else if ((speed_sel == 3'b101) && (step))
				count_to <= full_50rpm;
			else if ((speed_sel == 3'b101) && (~step))
				count_to <= half_50rpm;
			else if ((speed_sel == 3'b110) && (step))
				count_to <= full_60rpm;
			else if ((speed_sel == 3'b110) && (~step))
				count_to <= half_60rpm;
			else
				count_to <= full_10rpm;
end 
endmodule
module speed_selector(
	input wire clk,
	input wire rst,
	input wire en,
	output wire [2:0] speed_out);
reg [2:0] cs;
reg [2:0] ns;
reg flag;
parameter state10 = 3'b001;
parameter state20 = 3'b010;
parameter state30 = 3'b011;
parameter state40 = 3'b100;
parameter state50 = 3'b101;
parameter state60 = 3'b110;
always @(posedge clk or negedge rst)
begin 
	if (~rst)
		begin 
			cs <= state10;
			flag <= 1'b0;
		end 
	else if (en)
		begin 
			cs <= ns;
			if ((cs == state10) | (cs == state60))
				flag <= (~flag);	 
		end 
end 
always @(*)
	begin
		case (cs)
			state10: ns = state20;
			state20: ns = (flag) ? state30 : state10;
			state30:	ns = (flag) ? state40 : state20;
			state40:	ns = (flag) ? state50 : state30;
			state50:	ns = (flag) ? state60 : state40;
			state60:	ns = state50;
			default: ns = state10;
		endcase
	end 
assign speed_out = cs;
endmodule
module step_motor_top(clk, resetb, direction, speed_sel, on, quarter, step_size, seven_seg_o, seven_seg_t, pulses_out);
	input wire clk;
	input wire resetb; 
	input wire direction;
	input wire step_size;
	input wire speed_sel;
	input wire quarter;
	input wire on;
	output wire [6:0] seven_seg_o;	 
	output wire [6:0] seven_seg_t;	 
	output wire [3:0] pulses_out; 	 
	wire clk_for_motor;
	wire [2:0] speed;
	wire [20:0] count_to;
	wire speed_enable;
	wire en_edge;
	wire quarter_out;
	wire motor_input_bit;
	parameter ZERO = 3'b000;
	negedge_detector negedge_detector_inst1(.clk(clk), .rst(resetb), .sig(speed_sel), .out(speed_enable));
	speed_selector speed_selector_inst(.clk(clk), .rst(resetb), .en(speed_enable), .speed_out(speed));
	speed_controller_sm speed_controller_sm_inst(.rst(resetb), .step(step_size), .speed_sel(speed), .count_to(count_to));
	clk_divider clk_divider_inst(.clk(clk), .rst(resetb), .clk_out(clk_for_motor), .count_to(count_to));
	negedge_detector negedge_detector_inst2(.clk(clk_for_motor), .rst(resetb), .sig(quarter), .out(en_edge));
	quarter_count quarter_count_inst(.clk(clk_for_motor), .rst(resetb), .step(step_size), .en_edge(en_edge), .quarter_out(quarter_out));
	assign motor_input_bit = (on || quarter_out);
	motor_sm motor_sm_inst(.clk(clk_for_motor), .nrst(resetb), .input_bit(motor_input_bit), .direction(direction), .step(step_size), .out(pulses_out));	
	seven_segment seven_segment_inst_ones(.number_in(ZERO), .hex_out(seven_seg_o));
	seven_segment seven_segment_inst_tens(.number_in(speed), .hex_out(seven_seg_t));
endmodule
==> GITHUB_STEP_SUMMARY <==
### Metrics collected by this job

| Metric | Value |
|---|---|
| Pre-antenna DRT Iters | 5 |
| Number of DRC violations after detailed-routing iteration 0 | 148 |
| Post-Synth AOI/OAI Area | 0.1758 |
| FP Core Util | 0.4220 |
| Final RePlAce weighted congestion | 0.8584 |
| Slew at the pin closest to its max-slew limit | 757.9 ps |
| Bufs and invs on worst path | 3 |
| Count of synthesis-stage warnings from yosys | 7 |
| Max H-tree Level | 2 |
| Async S/R FF share, synth | 0.7368 |
| Clock input transition at the sequential cells of the worst setup and hold paths | 70 ps |
| Biggest fanout along the worst timing path | 23 |
| Final wirelength | 6782 um |
| Count of instances resized after the clock tree is built | 0 |
| Insertion delay to the later sink of the worst-skew pair | 280 ps |
| Cell type with the largest total area | dfrtp_1 |
| Post-cts hold-fix buffer tally | 0 |
| Ratio of cells with drive above 1 in the final layout | 0.07090 |
| Master of the slowest instance on the critical path | a211o_1 |
| Die X-Extent | 96.04 um |
| Minimum period implied by the final worst setup slack | 4038 ps |
| Top logic family | simple AND/OR/NAND/NOR gates |
| TNS Setup | 0 ps |
| Pwr/cell area | 130.1 nW/um2 |
| Final setup violation count | 0 |
| Buffer depth of the longest clock path | 2 |
| Xor-xnor portion of the synthesized cell area | 0.05695 |
| Pre-CTS setup slack | 1084 ps |
| GRT Total Usage | 0.1646 |
| Num CTS Buffers | 5 |
| Critical Path AT | 4170 ps |
| Antenna Diode Count | 0 |
| Yosys Chip Area | 3537 um2 |
| Top cells, area | dfrtp_1 (26%), ha_1 (9.9%), edfxtp_1 (7.6%), nor2_1 (5.2%), a21oi_1 (4.2%) |
| Count of endpoints without a timing constraint | 46 |
| Count of unclocked register or latch pins | 26 |
| Total standard cell area after synthesis | 3537 um2 |
| Number of routed nets with antenna violations | 0 |
| # Max-Cap Violations | 0 |
| Gate count of the mapped netlist | 405 |
| Number of failing hold endpoints at the final stage | 0 |
| Final global-route overflow total | 0 |
| Worst min-delay path class | flip-flop to flip-flop |
| Cell with the most instances on the worst path | ha_1 |
| Simple logic cell fraction of the synthesized area | 0.1949 |
| Max Transition Viols Final | 0 |
| Fin area | 3814 um2 |
| Core region area | 8382 um2 |
| Io pins | 25 |
| Die height | 96.04 um |
| Worst endpoint required time | 5530 ps |
| Via-to-Cell Ratio | 5.284 |
| Area added between synthesis and finish | 7.818% |
| Critical path's largest stage delay | 650 ps |
| Leakage power | 1.668 nW |
| Setup skew after layout | 7.314 ps |
| Worst Setup Start Kind | input port |
| Average wire length per cell after detail routing | 13.19 um |
| Via count of the first global-routing pass | 2,442 |
| Cell at the root of the clock tree | clkbuf_8 |
| Final critical-path share of the clock period | 0.7478 |
| Number of cells in the yosys synthesis report | 405 |
| Flops out of synthesis | 57 |
| Final HPWL from detailed placement | 4914 um |
| Post-route worst hold slack | 362.4 ps |
| Worst slew margin | 0.4947 |
| Top delay family on crit path | AND-OR/OR-AND gates |
| Cell Rows | 33 |
| Final cell utilization of the core | 0.4550 |
| Initial antenna violation count | 0 |
| Post-Synth Adder-Cell Area | 0.09904 |
| MUX share of area | 0.008843 |
| Dominant synthesized flop cell | dfrtp_1 |
| Kind of capture point of the worst setup path | flip-flop |
| Achievable Freq | 247.6 MHz |
| Clock tree from TritonCTS | done |
| RSZ-0062 raised after global routing | no |
| Post-Syn Area per Cell | 8.734 um2 |
| Distinct cell type count of the synthesized netlist | 60 |
| Global-route wire length before repair | 11,670 um |
| Area share of the largest cell type after synthesis | 0.2618 |
| Via count | 2,716 |
| Number of buffers added on ports | 17 |
| Critical path start-end classification | input port to flip-flop |
| Ordered cell list for the critical path | clkdlybuf4s50_1, buf_4, inv_2, o21ai_1, a21o_1, ha_1, nand3_1, o221ai_1, ha_1, nand2_1, nor3_1, o211ai_1, o2111ai_1, a211o_1, xor2_1 |
| Outcome | completed |
| Chip area | 9223 um2 |
| Tool warning count | 30 |
| Max IR drop VDD | 0.07183 mV |
| Post-CTS repair timing setup buffer count | 0 |
| Maximum number of pins on one net before global-route repair | 45 |
| Remaining DRCs | 0 |
| Cell area after placement | 3729 um2 |
| Post-synth tally of flip-flops with integrated enable | 9 |
| Worst path setup slack after routing | 1362 ps |
[layout by cell type, fill, tap and decap left out, drive strengths merged, types with 10 or more instances in the layout]
cell           Yosys  layout
nand3             10      10
ha                28      28
xor2              15      15
conb               2      10
nor3              10      10
nand2             34      34
clkdlybuf4s50      0      16
nor2              52      52
o21ai             29      29
a21oi             30      30
dfrtp             37      37
inv               18      18
nand4             10      10
[state kept, by name, summed over array words and instances (netlist names)]
signal	flops
negedge_detector_inst1.sig_del	2
speed_selector_inst.cs	6
clk_divider_inst.clk_out	1
negedge_detector_inst2.sig_del	2
motor_sm_inst.ns	4
quarter_count_inst.count	8
clk_divider_inst.count	21
seven_segment_inst_tens.hex	6
quarter_count_inst.quarter_out	1
speed_selector_inst.flag	1
quarter_count_inst.start_count	1
motor_sm_inst.cs	4
[per-stage QoR]
stage | total power, W | instances
after global placement | 0.0003256 | 506
final | 0.0004963 | 514
after floorplan | 0.0003050 | 413
after detailed placement | 0.0003259 | 506
after CTS | 0.0005037 | 514
after global routing | 0.0005254 | 514
[cells by family (layout without fill, tap and decap cells)]
group                    Yosys count  in the layout
XOR/XNOR                          23             23
other                              2             10
flip-flops                        51             51
latches                            6              6
AND-OR/OR-AND                     99             99
multiplexers                       3              3
adder cells (fa/ha/maj)           28             28
AND/OR/NAND/NOR                  144            144
buffers and inverters             49             45
[worst register-to-register path, cell delays in order (launching register included)]
cell and delay, ps:
dfrtp_1 530, nor3_1 570, nand2_1 100, o21ai_0 240, ha_1 230, xor2_1 170
ha_1 270, nand4_1 120, o211ai_1 100, o211ai_1 100, o2111ai_1 130, a211o_1 570
xor2_1 250
[worst paths after layout]
| check | startpoint | endpoint | slack [ps] | depth (start not counted) |
|---|---|---|---|---|
| max | step_size | clk_divider_inst.clk_out | 1360 | 15 |
| min | negedge_detector_inst1.sig_del[0] | negedge_detector_inst1.sig_del[1] | 360 | 0 |
| max reg2reg | speed_selector_inst.cs[1] | clk_divider_inst.clk_out | 1890 | 12 |
| min reg2reg | negedge_detector_inst1.sig_del[0] | negedge_detector_inst1.sig_del[1] | 360 | 0 |
| max in group asynchronous | resetb | clk_divider_inst.count[17] | 4130 | 2 |
| min in group asynchronous | resetb | speed_selector_inst.cs[5] | 880 | 2 |
[metal layers]
layer  vias up  track usage  part of all wire
met4         0     0.008706            0.0029
li1       1410            -                 -
met3         2      0.01928             0.029
met2        43       0.2382              0.42
met5         -            0                 0
met1      1261       0.2837              0.55
[layout make-up]
| cell class | count | area, um2 |
|---|---|---|
| Fill cell | 807 | 4568 |
| Multi-Input combinational cell | 307 | 1932 |
| Sequential cell | 57 | 1418 |
| Timing Repair Buffer | 19 | 180.2 |
| Tap cell | 105 | 131.4 |
| Clock buffer | 6 | 72.57 |
| Inverter | 18 | 67.56 |
| Clock inverter | 2 | 12.51 |
[cells in the mapped netlist (6+ instances only)]
cell,instances
nand2b_1,9
dlxtn_1,6
a21oi_1,30
dfrtp_1,37
nor2_1,49
nand4_1,10
clkbuf_1,20
buf_4,8
inv_1,13
nand3_1,10
ha_1,28
o21ai_1,15
nor3_1,9
xnor2_1,8
xor2_1,15
nand2_1,34
o21ai_0,14
edfxtp_1,9
[power by group]
part	internal, W	leakage (nW)	switching, W	total (W)
registers	0.000251	0.658	0.00000860	0.000260
clock network	0.0000899	0.0412	0.0000856	0.000175
logic	0.0000253	0.969	0.0000359	0.0000611
total	0.000366	1.67	0.000130	0.000496
Power and IR drop assume default switching activity.
